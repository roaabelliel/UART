### flow/config.mk
export PLATFORM = sky130hd
export DESIGN_NAME = UART_TX
export DESIGN_NICKNAME = UART_TX
export VERILOG_FILES = /design/flow/design.v
export SDC_FILE = /design/flow/constraint.sdc
export NUM_CORES = 4
export LEC_CHECK = 1
export CORE_UTILIZATION = 30
### flow/constraint.sdc
current_design UART_TX

set clk_period 3.5
set clk_io_pct 0.2

create_clock -name clk0 -period $clk_period [get_ports {clk}]

set non_clock_inputs [all_inputs -no_clocks]
set_input_delay [expr $clk_period * $clk_io_pct] -clock clk0 $non_clock_inputs
set_output_delay [expr $clk_period * $clk_io_pct] -clock clk0 [all_outputs]
### flow/design.v
module UART_TX #(
    parameter SELECTOR_WIDTH = 4,
    parameter FRAME_WIDTH = 8,
    parameter BITS_WIDTH = FRAME_WIDTH + 2,
    parameter IDLE = 1'b1
)(
    input clk,
    input rst,
    input tx_en,
    input [FRAME_WIDTH - 1 : 0] data,
    output done,
    output busy,
    output tx
);
    wire [BITS_WIDTH - 1 : 0]     frame; 
    wire                          load; 
    wire                          cnt_done;
    wire [SELECTOR_WIDTH - 1 : 0] bit_selector;
    tx_register frame_reg (.data_in(data), .data_out(frame), .load(tx_en), .clk(clk), .rst(rst));
    tx_bit_selector bit_select (.cnt_done(cnt_done), .bit_selector(bit_selector), .clk(clk), .rst(rst));
    tx_baud_counter timer (.cnt_en(tx_en), .cnt_done(cnt_done), .clk(clk), .rst(rst));
    tx_mux tx_generator (.frame(frame), .bit_selector(bit_selector), .tx(tx), .busy(busy), .done(done), .en(tx_en));
endmodule
module tx_baud_counter #(
    parameter BIT_COUNT = 10416,  
    parameter FRAME_WIDTH = 8,
    parameter BITS_WIDTH = FRAME_WIDTH + 2
)(
    input cnt_en,
    input clk,
    input rst,
    output reg cnt_done
);
    reg [13 : 0] bit_timer;
    always @(posedge clk) begin
        if (rst) begin
            bit_timer <= 0;
            cnt_done <= 0;
        end
        else  begin
            if(cnt_en) begin
                if(bit_timer == (BIT_COUNT - 1)) begin
                    cnt_done <= 1;
                    bit_timer <= 0;    
                end
                else if(bit_timer < (BIT_COUNT - 1)) begin
                    bit_timer <= bit_timer + 1;
                    cnt_done <= 0;
                end
            end
            else begin
                bit_timer <= 0;
                cnt_done <= 0;
            end
        end
    end
endmodule
module tx_bit_selector #(
    parameter SELECTOR_WIDTH = 4,
    parameter FRAME_WIDTH = 8,
    parameter BITS_WIDTH = FRAME_WIDTH + 2
)(
    input                                clk,
    input                                rst,
    input                                cnt_done,
    output reg [SELECTOR_WIDTH - 1 : 0]  bit_selector
);
    always @(posedge clk) begin
        if(rst) begin
            bit_selector <= 0;
        end
        else begin
             if(cnt_done) begin
                if(bit_selector < BITS_WIDTH) begin
                    bit_selector <= bit_selector + 1;
                end
                else begin
                    bit_selector <= 0;
                end
            end
        end
    end
endmodule
module tx_mux #(
    parameter SELECTOR_WIDTH = 4,
    parameter FRAME_WIDTH = 8,
    parameter BITS_WIDTH = FRAME_WIDTH + 2,
    parameter IDLE = 1'b1
)(
    input                          en,
    input [BITS_WIDTH - 1 : 0]     frame,
    input [SELECTOR_WIDTH - 1 : 0] bit_selector,
    output reg [0:0]               tx,
    output reg                     busy,
    output reg                     done
);
    integer i;
    always @* begin
        done <= 0;
        busy <= 0;
        if(en) begin
        busy <= 1;
            if(bit_selector == BITS_WIDTH - 1) begin
                tx <= frame[bit_selector];
                done <= 1;
                busy <= 0;
            end
            else if(bit_selector > BITS_WIDTH - 1)
                tx <= IDLE;
            else begin
                tx <= frame[bit_selector];
            end
        end
        else begin
            tx <= IDLE;
        end
    end
endmodule
module tx_register #(
    parameter FRAME_WIDTH = 8,
    parameter BITS_WIDTH = FRAME_WIDTH + 2
)(
    input  wire [FRAME_WIDTH - 1 : 0] data_in,
    input  wire                       load,
    input  wire                       clk, 
    input  wire                       rst,
    output reg  [BITS_WIDTH - 1 : 0] data_out
);
    always @(posedge clk) begin
        if(rst)
            data_out <= {FRAME_WIDTH{1'b0}};
        else
            if(load)
                data_out <= {1'b0, data_in, 1'b1};
            else
                data_out <= data_out;
    end
endmodule
### flow/run.sh
#!/bin/bash
# OpenROAD 26Q1-2900-gdf79404cd8, Yosys 0.63+post, stock flow scripts
make -C /OpenROAD-flow-scripts/flow DESIGN_CONFIG=/design/flow/config.mk WORK_HOME=/design/flow/orfs finish
==> run notes <==
* finished clean — run status
* 0.368 GHz — Fmax
* 0.063 — combinational power share
* 622 uW — total design power
* dfxtp_1 39%, mux2i_1 7.7%, a21oi_1 4.9%, o31ai_1 4.2%, ha_1 3.5% — largest cells by area after synthesis
* 2020 ps — data arrival time at the worst-slack endpoint
* clkdlybuf4s50_1 — slowest CP cell
* 0 — number of antenna violations at the first check in global routing
* 159 — total cells reported by yosys after synthesis
* 1 — H-tree lvl count
* input port to output pin — critical path start-end classification
* 486 ps — minimum hold slack
* 28 — total of flip-flops plus latches after synthesis
* 270 ps — clock latency on the worst-skew pair
* 12.1 um — post-detailed-route wirelength per cell
* 4.24 ps — Fin Clk Skew
* 2 — CTS Buffer Depth
* 0.0647 — share of layout cells above drive strength 1
* output pin — kind of capture point of the worst setup path
* 5 — length in cells of the worst reg-to-reg path
* 2690 um — Post-Route WL
* 3 — Num CTS Buffers
* 1450 ps — Worst R2R Setup Slack
* 70.9 um — Die W
* 1,028 — vias in the first global route
* 0 — aggregate global routing overflow
* 159 — post-synthesis instance total
* 0.406 — portion of total power attributed to the clock network
* 0.394 — proportion of synthesized chip area in sequential cells
* 120 uW — reported net switching power
* 480 ps — largest incremental delay on the critical path
* 36 — Cell variety after synth
* 0 — DRC violation count after routing
* input port — type of origin of the critical path
* 502 uW — Int Pwr
* 0.00142 mm2 — Synth Cell Area
* 0 — number of antenna-violating nets in the routed design
* done — CTS tree
* 14 — I/O Pins
* 2720 ps — minimum clock period after layout
* clkbuf_8 — root cell of the clock tree
* clkdlybuf4s50_1 -> buf_4 -> a31oi_1 -> clkdlybuf4s50_1 — crit path cell chain
* 0 — count of endpoints failing setup in the final report
* 5.27 — via/cell ratio
* 0.114 — overall routing resource usage
* 24 — Rows
* 0.531 — power share of the sequential group
* 4 — warning count from the yosys run
* 13 — count of buffers from port buffering
* 4660 um — wire length of the first global-routing pass
* 8.95 um2 — average cell area after synthesis
* 204 uV — Max rail drop VDD
* 28 x dfxtp_1, 14 x a21oi_1, 13 x nor2_1, 11 x mux2i_1, 9 x nand3_1 — cell types with the highest counts after synthesis
* 2800 ps — data required time at the worst endpoint
* 1,169 — total via count after detailed routing
* false — setup repair after global routing missed its margin
* 0.784 — final RePlAce weighted congestion
* 0.320 — fp util
* dfxtp_1 — post-synthesis cell type with the largest instance count
* 5 — number of detailed-route iterations in the first pass
* 27 — OpenROAD warning count
* 0 — Hold Violations, Final
* 0.00502 mm2 — chip area
* 0 — number of synthesized flops with an enable pin
* 0.00444 mm2 — core region area
* 70.9 um — die outline height
* 459 — Filler Cell Count
* 0 ps — setup_tns
* 0.559 nW — leakage
* 0 — Post CTS Setup Buffer Count
* 0 — CTS resizes
* 531 ps — Worst-Margin Slew
* 28 — clock sink count
* 0 — max-capacitance violation count
* 0.192 — sw frac
* 0.00142 mm2 — synthesized chip area reported by yosys
* 90 ps — Clock transition at path regs
* 1820 um — half-perimeter wire length after detailed placement
* 0 — hold-fix buffer count after cts
* 0 — final slew viol count
* dfxtp_1 — flip-flop cell with the highest count after synthesis
* 2 — cell depth of the worst min-delay path
* 10 — maximum fanout along the worst path
* 0.645 — worst slew margin relative to its limit
* 0.394 — area share, top type
* 372 mW/mm2 — power per cell area
* 20 — largest net degree at the start of global routing
* dfxtp_1 — most area-hungry cell type in the Yosys netlist
* clkdlybuf4s50_1 — most repeated library cell on the critical path
* 0 — Async SR Flop Fraction
* flop to flop — Min-Delay Path Class
* 0 — Antenna Cells
* 17.5% — synthesis-to-layout area growth
* 0.777 — final period utilization
* 40 — number of DRC markers in iteration 0
* 0.376 — Core Util, Final
-- through the flow --
stage	instance area (um2)	worst slack, ps	cells
floorplan	1420	1350	159
global route	1670	622	222
detailed placement	1600	771	218
finish	1670	781	222
CTS	1670	764	222
global placement	1600	777	218
-- final timing paths --
kind                                                          from                                  to
worst max register to register     timer.bit_timer[0]$_SDFFE_PP0N_     timer.bit_timer[3]$_SDFFE_PP0N_
worst min-delay path            frame_reg.data_out[0]$_SDFFE_PP0P_  frame_reg.data_out[0]$_SDFFE_PP0P_
worst min register to register  frame_reg.data_out[0]$_SDFFE_PP0P_  frame_reg.data_out[0]$_SDFFE_PP0P_
worst max-delay path                                         tx_en                                  tx
-- cell usage in the layout, fill, tap and decap left out --
cell / Yosys / routed
dfxtp_1: 28 / 28
a21oi_1: 14 / 14
nor2_1: 13 / 13
clkdlybuf4s50_1: 0 / 13
mux2i_1: 11 / 11
nand3_1: 9 / 9
o21ai_0: 8 / 8
nand2_1: 8 / 8
o31ai_1: 8 / 8
or3_1: 6 / 6
or4_1: 6 / 6
inv_1: 5 / 5
nand2b_1: 5 / 5
ha_1: 4 / 4
nor4_1: 3 / 3
clkbuf_8: 0 / 3
mux4_2: 2 / 2
nor2b_1: 2 / 2
a31oi_1: 2 / 2
and4_1: 2 / 2
buf_4: 0 / 2
o211ai_1: 1 / 1
a21boi_0: 1 / 1
and3_1: 1 / 1
a211oi_1: 1 / 1
a22oi_1: 1 / 1
nand3_2: 1 / 1
nor4bb_1: 1 / 1
nand4_1: 1 / 1
and2_1: 1 / 1
o311a_4: 1 / 1
o211a_1: 1 / 1
or4_4: 1 / 1
nand3b_1: 1 / 1
nor4b_1: 1 / 1
or3b_1: 1 / 1
bufinv_16: 0 / 1
-- final cells by class --
| cell class | instances | area, um2 | share of cell area |
|---|---|---|---|
| multi-input cells | 118 | 811 | 0.485 |
| flip-flops and latches | 28 | 561 | 0.335 |
| repair buffers | 15 | 145 | 0.0868 |
| well taps | 52 | 65.1 | 0.0389 |
| clock buffers | 3 | 41.3 | 0.0247 |
| clock inverters | 1 | 30.0 | 0.0180 |
| inverters | 5 | 18.8 | 0.0112 |
-- layer usage --
metal  vias up  GRT usage  routed length, um
met5         -          0                  0
met4         0     0.0200                 48
met3         4    0.00867                 22
met2         6      0.167               1150
met1       544      0.191               1470
li1        615          -                  -
-- power groups by stage --
stage / logic (mW) / clock network (mW) / registers, mW
after CTS: 0.0399 / 0.259 / 0.330
after global routing: 0.0437 / 0.275 / 0.331
final: 0.0393 / 0.253 / 0.330
-- logic make-up (layout without fill, tap and decap cells) --
family,count (synthesis),after routing,share of synthesized area
compound gates,38,38,0.172
fa+ha+maj,4,4,0.0352
buf+inv,13,24,0.0361
flops,28,28,0.394
mux,13,13,0.109
simple gates,63,63,0.254
-- worst max-delay path: cells and delay by family --
| kind | cells | cell delay, ps |
|---|---|---|
| buffers and inverters | 3 | 1180 |
| AOI/OAI and AO/OA | 1 | 140 |
-- sequential cells by signal (all words and copies together) (netlist names) --
register / flops
timer.bit_timer: 14
frame_reg.data_out: 9
bit_select.bit_selector: 4
timer.cnt_done: 1
Power and IR drop assume default switching activity.
