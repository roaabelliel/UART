## run.sh

```bash
#!/bin/bash
# OpenROAD 26Q1-2900-gdf79404cd8, Yosys 0.63+post, stock flow scripts
make -C /OpenROAD-flow-scripts/flow DESIGN_CONFIG=/design/flow/config.mk WORK_HOME=/design/flow/orfs finish
```

## config.mk

```make
export PLATFORM = sky130hd
export DESIGN_NAME = UART_RX
export DESIGN_NICKNAME = UART_RX
export VERILOG_FILES = /design/flow/design.v
export SDC_FILE = /design/flow/constraint.sdc
export NUM_CORES = 4
export LEC_CHECK = 1
export CORE_AREA = 10 10 87 87
export DIE_AREA = 0 0 97 97
```

## constraint.sdc

```tcl
current_design UART_RX

set clk_period 2.7
set clk_io_pct 0.2

create_clock -name clk0 -period $clk_period [get_ports {clk}]

set non_clock_inputs [all_inputs -no_clocks]
set_input_delay [expr $clk_period * $clk_io_pct] -clock clk0 $non_clock_inputs
set_output_delay [expr $clk_period * $clk_io_pct] -clock clk0 [all_outputs]
```

## design.v

```verilog
module UART_RX #(
    parameter FRAME_WIDTH = 8,
    parameter BITS_WIDTH = FRAME_WIDTH + 2
)(
    input                        clk,
    input                        rst,
    input                        rx_en,
    input                        rx,
    output                       done,
    output                       busy,
    output                       err,
    output [FRAME_WIDTH - 1 : 0] data
);
    wire start_edge;
    wire stop_bit;
    wire half_bit_period;
    wire bit_period;
    wire load_baud;
    wire baud_en;
    wire cnt_busy;
    wire reg_en;
    wire frame_dn;
    rx_edge_detector start_bit_detector(.en(rx_en), .start_edge(start_edge), .stop_bit(stop_bit), .rx(rx), .clk(clk), .rst(rst));
    rx_baud_counter bit_timer(.cnt_en(baud_en), .cnt_load(load_baud), .cnt_done(bit_period), .half_cnt(half_bit_period), .cnt_busy(cnt_busy), .clk(clk), .rst(rst));
    rx_fsm rx_controller(.reg_en(reg_en), .err(err) , .busy(busy), .done(done), .frame_dn(frame_dn), .load_baud(load_baud), .baud_en(baud_en), .bit_period(bit_period), .half_bit_period(half_bit_period), .stop_bit(stop_bit), .start_edge(start_edge), .clk(clk), .rst(rst));
    rx_shift_register rx_SIPO_reg(.data(data), .rx(rx), .reg_en(reg_en), .clk(clk), .rst(rst));
endmodule
module rx_baud_counter #(
    parameter BIT_COUNT = 10416
)(  input cnt_en,
    input cnt_load,
    input clk,
    input rst,
    output reg cnt_done,
    output reg half_cnt,
    output reg cnt_busy  
);
    reg [13 : 0] baud_timer;
    wire start_edge;
    wire stop_bit;
    wire reg_en;
    wire err;
    wire busy;
    wire done;
    wire frame_dn;
    always @(posedge clk) begin
        baud_timer <= 0;
        cnt_done <= 0;
        cnt_busy <= 0;
        half_cnt <= 0;
    if (rst) begin
        baud_timer <= 0;
        cnt_done <= 0;
        cnt_busy <= 0;
        half_cnt <= 0;
    end
    else begin
        if (cnt_load) begin
            baud_timer <= BIT_COUNT - 1;
            if(cnt_en) begin 
                if(baud_timer == 0) begin
                    cnt_done <= 1;
                    cnt_busy <= 0;
                end
                else if (baud_timer == (BIT_COUNT / 2 )- 1)  
                    half_cnt <= 1;
                else begin
                    baud_timer <= baud_timer - 1;
                    cnt_done <= 0;
                    cnt_busy <= 1;
                end
            end
            else if(!cnt_en) begin
                baud_timer <= baud_timer;
                cnt_done <= 0;
                cnt_busy <= 0;
            end
        end
    end     
end
endmodule
module rx_edge_detector #(     
    parameter IDLE   = 1'b1,
    parameter START  = 1'b0
)(
    input clk,
    input rst,
    input en,
    input rx,
    output reg start_edge,
    output reg stop_bit
);
    reg ns, cs;
    always @* begin
        case(cs)
            IDLE:  ns = (rx) ? IDLE : START;
            START: ns = (rx) ? IDLE : START;
        endcase
    end
    always @(posedge clk) begin
            if(rst)
                cs <= IDLE;
            else
                cs <= ns;
    end
    always @*
    begin
        if(en) begin
        start_edge = (cs == IDLE && rx == 0);
        stop_bit = (rx);
        end
    end
endmodule
module rx_fsm #(
    parameter FRAME_WIDTH = 8,
    parameter START    = 3'b000,
    parameter IDLE     = 3'b001,
    parameter REG_DATA = 3'b010,
    parameter ERROR    = 3'b011,
    parameter DONE     = 3'b100
)(
    input clk,
    input rst,
    input start_edge,
    input stop_bit,
    input half_bit_period,
    input bit_period, 
    output reg_en,
    output load_baud,
    output baud_en,
    output err,
    output busy,
    output done,
    output reg frame_dn  
);
reg [2 : 0] cs, ns;
reg [3 : 0] bit_counter; 
wire rx;
wire cnt_busy; 
  always @* begin
    case(cs)
        IDLE: ns = (start_edge) ? START : IDLE;
        START: ns = (half_bit_period) ? REG_DATA : START;
        REG_DATA:begin
            bit_counter = 0;
            frame_dn = 0;
            if(bit_counter ==  FRAME_WIDTH + 1) begin
                bit_counter = 0;
                frame_dn = 1;
                if(stop_bit)
                    ns = DONE;
                else
                    ns = ERROR;
            end
            else begin
                ns = REG_DATA;
                if (bit_period)
                    bit_counter = bit_counter + 1;
                else
                    bit_counter = bit_counter;
            end
        end
        ERROR: ns = IDLE;
        DONE: ns = IDLE;
    endcase
  end
  always @(posedge clk) begin
    if(rst) 
        cs <= IDLE;
    else
        cs <= ns;
    end
    assign load_baud = (cs == START);
    assign baud_en = (cs == START || cs == REG_DATA);
    assign cnt_busy = (cs == START || cs == REG_DATA);
    assign reg_en = (cs == REG_DATA && !stop_bit);
    assign busy = (cs == REG_DATA || cs == START);
    assign done = (cs == DONE);
    assign err = (cs == ERROR);
endmodule
module rx_shift_register #(
    parameter FRAME_WIDTH = 8
)(
    input clk,
    input rst,
    input reg_en,
    input rx,
    output reg [FRAME_WIDTH - 1 : 0] data
);
    wire start_edge;
    wire stop_bit;
    wire half_bit_period;
    wire bit_period;
    wire load_baud;
    wire baud_en;
    wire err;
    wire busy;
    wire done;
    wire frame_dn;
    rx_fsm rx_controller(.reg_en(reg_en),.err(err) ,.busy(busy), .done(done), .frame_dn(frame_dn), .load_baud(load_baud), .baud_en(baud_en), .bit_period(bit_period), .half_bit_period(half_bit_period), .stop_bit(stop_bit), .start_edge(start_edge), .clk(clk), .rst(rst));
    always @(posedge clk) begin
        if(rst)
            data <= {FRAME_WIDTH{1'b0}};
        else begin
            if(reg_en)  
                data <= {data[FRAME_WIDTH - 2 : 0] ,rx};
            else
                data <= data;
        end
    end
endmodule
```

==> results.toml <==
# yosys + openroad results
[run_status]
outcome = "finished clean"

[worst_setup_path]
worst-path-buf-inv = 2
cp.required_ns = 2.16
slowest_delay_ns = 0.47
slowest_stage = "clkdlybuf4s50_1"
worstSetupPathType = "reg -> out"
crit_fanout = 7
cp.arrival_ns = 1.38
critical_path.cell_chain = "inv_1, nor2_1, clkdlybuf4s50_1"
cpLargestDelayFamily = "buffers and inverters"
cp-end-kind = "output pin"
cp-start-kind = "register"

[sta]
finalSetupViolCount = 0
holdWs_ns = 0.501
slew_headroom_pct = 63.2
fin_crit_ns = 1.92
tns_ns = 0
fin_crit_sh_pct = 71.1
untimed_endpoints = 3
worstMarginPinSlew_ns = 0.550
finalClockSkew_ns = 0.00107
rsz0062_at_grt = "false"
max_freq_mhz = 521
slew_viol_final = 0
unclocked_pins = 3
hold_violations = 0
setup_ws_ns = 0.781

[clock_tree]
path_clk_slew_ns = 0.06
cts-root-buf = "clkbuf_8"
cts_buffer_depth = 2
cts_setup_buffers = 0
ctsResizeCount = 0
hold_buffers = 0
htree_levels = 1
clock.latency.late_pin_ns = 0.25
cts_buffers = 3
cts_tree = "yes"

[logic_synthesis]
ys_warn_count = 8
synthTopCellsByArea = "dfxtp_1 (36%), buf_4 (6.8%), xnor2_1 (5.3%), xor2_1 (5.3%), nor2_1 (4.5%)"
netlist.area_leader.share_pct = 36.3
numSynthFlops = 21
synth-main-ff-cell = "dfxtp_1"
synthesis.area_um2 = 992
async_flop_share_pct = 0
synthCells = 106
yosys_area_um2 = 992
synth_cell_type_count = 34
syn_avg_cell_area_um2 = 9.36
synth_area_leader_cell = "dfxtp_1"
synth-edff-count = 0
yosys_cells = 106

[final_layout]
drive_gt1_share_pct = 11.6
syn2layout_area_growth_pct = 14.2
final_util_pct = 20.1

[global_route]
overflow = 0
grt_max_degree = 11
grt_util_all_layers_pct = 3.53
antenna_found_initial = 0
grt_pass1_wl_um = 2980
grt_pass1_vias = 700

[placed_design]
place_hpwl_um = 1240
place.gp.congestion = 0.738
preCtsSetupSlack_ns = 0.977
port_buffers = 5

[min_path]
hp-class = "reg -> reg"

[pwr]
p_total_uw = 582
peakVddDrop_mv = 0.300
power_density_nw_per_um2 = 513
p_leak_uw = 0.000429

[die]
rows = 27
core_um2 = 5640
die_x_um = 97
fp.dieArea_um2 = 9410
io_pins = 15
fp-utilization_pct = 17.6
die_h_um = 97

[drt]
drt_iter0_markers = 30
first_pass_iters = 3
route.detailed.drc = 0
wl_um = 1650
viasPerCell = 3.53
antenna_cells = 0
wl_per_cell_um = 8.96
vias = 649
ant_nets = 0

[run]
warnings = 26
maxCapViolCount = 0
-- logic make-up (layout without fill, tap and decap cells) --
logic type      after synthesis  in the layout  synth area share [%]
latches                       3              3                  4.54
other cells                   1             11                 0.378
compound gates                9              9                  4.92
xor+xnor                     12             12                  10.6
buf+inv                      17             13                  10.7
flops                        18             18                  36.3
fa+ha+maj                     2              2                  2.52
simple gates                 44             44                  30.0
-- worst paths after layout --
kind                           start                      end  slack [ns]  depth (start not counted)
max              rx_controller.cs[0]                      err        0.78                          3
min reg2reg  bit_timer.baud_timer[0]  bit_timer.baud_timer[0]        0.50                          1
min          bit_timer.baud_timer[0]  bit_timer.baud_timer[0]        0.50                          1
max reg2reg  bit_timer.baud_timer[4]  bit_timer.baud_timer[1]        0.98                          4
-- report_power, final --
part	internal [uW]	switching (uW)	total, uW
Sequential	277	12.9	290
Combinational	37.2	41.1	78.3
Clock	129	83.9	213
-- worst register-to-register path, delay by kind of cell, from the launching register on --
family / cells / cell delay [ns]
AOI/OAI and AO/OA: 1 / 0.17
DFF: 1 / 0.38
and+or+nand+nor: 3 / 1.11
-- layout make-up --
cell class	instances	area, um2
fillers	620	4510
multi-input cells	78	518
flip-flops and latches	21	405
well taps	72	90.1
clock buffers	4	55.1
repair buffers	5	50.0
inverters	4	15.0
-- synthesized netlist by cell type (3+ instances only) --
cell type	count
dfxtp_1	18
nor2_1	12
buf_4	9
a21oi_1	8
xnor2_1	6
xor2_1	6
inv_1	4
nor3_1	4
nand2_1	3
nand3_1	3
nand4_1	3
nor2b_1	3
-- per-layer routing --
layer	GRT usage, %	vias up	part of all wire, %
li1	-	347	-
met1	4.55	289	51
met2	5.67	13	42
met3	1.50	0	6.1
met4	0	0	0
met5	0	-	0
-- registers in the layout (all words and copies together), names as in the netlist --
name / cells
start_bit_detector.start_edge: 1
bit_timer.baud_timer: 14
start_bit_detector.cs: 1
rx_controller.cs: 2
rx_controller.ns: 2
bit_timer.half_cnt: 1
-- layout by cell type, fill, tap and decap left out, drive strengths merged --
cell,count
a21oi,9
and2,1
and3b,1
and4b,1
clkbuf,4
clkdlybuf4s50,5
conb,11
dfxtp,18
dlxtn,2
dlxtp,1
ha,2
inv,4
nand2,3
nand3,3
nand4,3
nor2,12
nor2b,3
nor3,4
nor4,4
nor4b,3
or2,2
or3,2
or4,2
xnor2,6
xor2,6
-- stage by stage --
| step | area [um2] | instances |
|---|---|---|
| CTS | 1130 | 184 |
| finish | 1130 | 184 |
| floorplan | 1030 | 116 |
| global placement | 1080 | 180 |
| detailed placement | 1080 | 180 |
| global route | 1130 | 184 |
